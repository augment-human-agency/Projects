**config.mk**
```make
export PLATFORM = sky130hd
export DESIGN_NAME = FPGA_SIM_KERNEL
export DESIGN_NICKNAME = FPGA_SIM_KERNEL
export VERILOG_FILES = /design/flow/design.v
export SDC_FILE = /design/flow/constraint.sdc
export NUM_CORES = 4
export LEC_CHECK = 1
export CORE_UTILIZATION = 40
export SYNTH_HDL_FRONTEND = slang
```
**constraint.sdc**
```tcl
current_design FPGA_SIM_KERNEL

set clk_period 1.0
set clk_io_pct 0.2

create_clock -name clk0 -period $clk_period [get_ports {clk}]

set non_clock_inputs [all_inputs -no_clocks]
set_input_delay [expr $clk_period * $clk_io_pct] -clock clk0 $non_clock_inputs
set_output_delay [expr $clk_period * $clk_io_pct] -clock clk0 [all_outputs]
```
**design.v**
```verilog
module FPGA_SIM_KERNEL (
    input clk,                       
    input reset,                     
    input [31:0] input_tensor [0:3],  
    output reg [31:0] output_tensor [0:3]  
);
    reg [31:0] weight_matrix [0:3][0:3];   
    reg [31:0] temp_result [0:3];
    integer i, j;
    initial begin
        weight_matrix[0][0] = 2; weight_matrix[0][1] = 1; weight_matrix[0][2] = 3; weight_matrix[0][3] = 0;
        weight_matrix[1][0] = 0; weight_matrix[1][1] = 1; weight_matrix[1][2] = 1; weight_matrix[1][3] = 2;
        weight_matrix[2][0] = 1; weight_matrix[2][1] = 2; weight_matrix[2][2] = 0; weight_matrix[2][3] = 1;
        weight_matrix[3][0] = 3; weight_matrix[3][1] = 0; weight_matrix[3][2] = 2; weight_matrix[3][3] = 1;
    end
    always @(posedge clk or posedge reset) begin
        if (reset) begin
            for (i = 0; i < 4; i = i + 1) begin
                output_tensor[i] <= 0;
            end
        end else begin
            for (i = 0; i < 4; i = i + 1) begin
                temp_result[i] = 0;
                for (j = 0; j < 4; j = j + 1) begin
                    temp_result[i] = temp_result[i] + (input_tensor[j] * weight_matrix[i][j]);
                end
                output_tensor[i] <= temp_result[i];  
            end
        end
    end
endmodule
```
**run.sh**
```bash
#!/bin/bash
# OpenROAD 26Q1-2900-gdf79404cd8, Yosys 0.63+post, stock flow scripts
make -C /OpenROAD-flow-scripts/flow DESIGN_CONFIG=/design/flow/config.mk WORK_HOME=/design/flow/orfs finish
```
==> changes_impl.md <==
## Flow update

- Worst Hold Margin: 0.004793 ns
- CP endpoint: output_tensor[116]$_DFF_PP0_
- Max-cap violation count: 0
- # IOs: 258
- Synthesized area: 18,920 um2
- Slew @ Worst Pin: about 0.52 ns
- Post-DRT Antenna Nets: 0
- Post-route minimum period: 4.063 ns
- Vias per Instance: 4.752
- Final Hold Viols: 0
- Clock root buffer master: clkbuf_16
- Power Dens Cells: around 2400 nW/um2
- Largest net degree at the start of global routing: 20
- Maximum vdd drop: 0.001837 V
- Final Max Slew Viols: 0
- # rows: 79
- Iteration-0 DRC Markers: 359
- CP Class: in2reg
- Overall power: approximately 76,000 uW
- Height of the die: ~220 um
- Clk sinks: 126
- Syn_area_per_cell: between 10 and 15 um2
- RSZ-0062 raised after global routing: yes
- HPWL after DPL: 45,850 um
- Instance count of the mapped netlist: around 1,900
- Antenna fix cells: 0
- Count of tool warnings: 28
- Vias: between 15,000 and 20,000
- Max FFs per register: 126
- Setup tns final: -269.58 ns
- HP Start: input_tensor[0]
- Ys flops: 126
- CP Launch Point: input_tensor[35]
- Syn-to-layout area delta: 67.92%
- Worst-path fanout max: 3
- Routed wire per std cell: approximately 16 um
- Largest cells by area: ha_1 (35%), fa_1 (19%), dfrtp_1 (17%)
- Htree depth: 4
- Yosys cell count: approximately 1,900
- Dominant comb cell: adder cells
- Most used cell, CP: ha_4
- Async SR Flop Fraction: 100.0%
- Simple-gate share of the synthesized area: 5.098%
- XOR Share, Synth: between 5 and 6%
- Failing checks: negative setup slack
- Synth mux share: 0%
- Max-slew headroom: 64.46%
- Final setup violating endpoints: about 250
- GR Overflow Total: 0
- Cell type with the largest total area: ha_1
- Post-synthesis compound-gate area fraction: 9.304%
- Cells along the critical path: buf_8 > buf_6 > ha_4 > ha_4 > ha_4 > fa_1 > fa_1 > ha_4 > buf_6 > ha_4 > a21oi_4 > nor2_4 > or4_4 > a21boi_2 > o21ai_2 > a21o_1 > a41o_1 > or4_4 > nand3_2
- Buffers added on ports: 257
- Final wirelength: 53,930 um
- Type of origin of the critical path: primary input
- DRT Pass-1 Iters: 6
- Final period utilization: 406.3%
- DRC viols: 0
- Status: finished with violations
- Slowest stage delay, CP: 0.51 ns
- Req. time, crit path: 1.42 ns
- Most common reg cell: dfrtp_1
- Placeable Area: 46,560 um2
- Core Util, Final: about two thirds
- Antenna violations before repair: 1
- Flip-flops with a built-in enable: 0
- Area leader share: between 30% and 40%
- Yosys chip area: 18,920 um2
- DIE WIDTH: 219.5 um
- Worst Path Arrival: 4.48 ns
- Post-place setup slack: -4.184 ns
- Routability cong.: between 0.9 and 1
- Vias in the first global route: 16,930
- Clock transition at path regs: 0.07 ns
- First-pass GRT wire length: around 86,000 um
- Slowest-stage cell, CP: fa_1
- Biggest register: output_tensor
- Post-synth seq share: between 10% and 20%
- Post-route setup slack: -3.063 ns
- Leading registers by flop count: output_tensor x126
- Clock buffer depth: 2
- Yosys warnings: 0
- Filler Cell Count: 3,350
- Initial Util: around two fifths
- Leak: 0.01552 uW
- FMAX: about 250 MHz
- CP Capture Type: register
- GR Util All Layers: 24.24%
- Die Area: 48,180 um2
- CTS buffer count: 17
- Hold Crit Class: in2reg
- CTS tree: built
- Distinct lib cells used: 64
- Fraction of layout cells with a size suffix above 1: about half
- Adder Area Share: between 50% and 60%
==> layer usage <==
metal | part of all wire (%) | track usage (%) | vias to the layer above | routed length [um]
met5 | 0 | 0 | - | 0
met1 | 41 | 31.64 | 7497 | 22320
met3 | 6.0 | 6.244 | 57 | 3224
li1 | - | - | 7771 | -
met2 | 51 | 41.80 | 257 | 27290
met4 | 2.0 | 3.750 | 0 | 1089
==> cell usage in the layout (no fill, tap or decap), types with 9 or more instances in the layout <==
master and count:
buf_6 141, nand2_2 15, inv_2 72, o21ai_1 10, a21oi_1 25, clkbuf_16 17, nand2_1 28, inv_1 385
a21o_1 42, clkdlybuf4s50_1 27, o21a_1 11, xnor2_1 68, xor2_1 24, ha_1 240, a21oi_2 49, o21bai_1 12
ha_4 285, fa_2 20, dfrtp_1 124, buf_2 29, o21ai_2 16, buf_4 385, nand3_1 10, nor2_1 30
fa_1 155, nand4_1 9, dlygate4sd2_1 14, buf_8 15, nor2_2 12, buf_12 9, clkbuf_2 123, a21oi_4 18
xnor2_2 24
==> report_power, final <==
| group | switching (uW) | internal (uW) |
|---|---|---|
| Combinational | 27100 | 33500 |
| Clock | 2730 | 3990 |
| Sequential | 908 | 7980 |
==> worst min-delay path by stage <==
| stage | depth (start not counted) | end | slack (ns) |
|---|---|---|---|
| 6_report | 2 | output_tensor[0]$_DFF_PP0_ | 0.005 |
| 5_1_grt | 2 | output_tensor[0]$_DFF_PP0_ | -0.003 |
| 4_1_cts | 2 | output_tensor[64]$_DFF_PP0_ | 0.06 |
==> Yosys cell counts (all sizes together) (21+ instances only) <==
library cell,instances
ha,533
inv,458
fa,175
dfrtp,126
xnor2,97
a21oi,92
nor2,49
nand2,44
a21o,43
o21ai,39
xor2,31
nand3,21
==> through the flow <==
stage | instances | area (um2)
detailed placement | 3190 | 28600
floorplan | 1890 | 21950
global placement | 3190 | 28600
CTS | 3261 | 31150
finish | 3279 | 31770
global route | 3279 | 31770
==> worst max-delay path, delay by kind of cell <==
kind / cells / cell delay, ns
buf+inv: 3 / 0.32
simple gates: 4 / 0.98
fa+ha+maj: 7 / 2.15
compound gates: 5 / 0.80
==> layout make-up <==
cell class	instances	area, um2	share of cell area [%]
Multi-Input combinational cell	1300	19340	60.87
Timing Repair Buffer	756	6187	19.47
Sequential cell	126	3156	9.931
Inverter	458	1723	5.422
Tap cell	607	759.5	2.390
Clock buffer	20	446.7	1.406
Clock inverter	12	161.4	0.5080
==> repair_timing <==
| action | in CTS | in global routing |
|---|---|---|
| endpoints found under the hold margin | 0 | 1 |
| pin swaps | 321 | 260 |
| buffers inserted | 53 | 45 |
| gates resized | 730 | 513 |
| hold buffers | 0 | 1 |
| endpoints found under the setup margin | 252 | 249 |
==> cell families (layout without fill, tap and decap cells) <==
| family | Yosys count | count (layout) |
|---|---|---|
| fa+ha+maj | 708 | 708 |
| simple gates | 193 | 193 |
| compound gates | 271 | 271 |
| buf+inv | 464 | 1246 |
| xor+xnor | 128 | 128 |
| flops | 126 | 126 |
No activity file was given, so power comes from the tool's default toggle rates.
