==> flow/constraint.sdc <==
current_design memory_attention

set clk_period 13.0
set clk_io_pct 0.2

create_clock -name clk0 -period $clk_period [get_ports {clk}]

set non_clock_inputs [all_inputs -no_clocks]
set_input_delay [expr $clk_period * $clk_io_pct] -clock clk0 $non_clock_inputs
set_output_delay [expr $clk_period * $clk_io_pct] -clock clk0 [all_outputs]
==> flow/design.v <==
module memory_attention (
    input logic clk,
    input logic rst,
    input logic [31:0] query,
    input logic [31:0] key,
    input logic [31:0] value,
    output logic [31:0] attention_output
);
    logic [31:0] score;
    logic [31:0] softmax_result;
    always_ff @(posedge clk or posedge rst) begin
        if (rst) begin
            score <= 0;
        end else begin
            score <= query * key;   
        end
    end
    always_ff @(posedge clk or posedge rst) begin
        if (rst) begin
            softmax_result <= 0;
        end else begin
            softmax_result <= score / (score + 1);   
        end
    end
    always_ff @(posedge clk or posedge rst) begin
        if (rst) begin
            attention_output <= 0;
        end else begin
            attention_output <= softmax_result * value;
        end
    end
endmodule
==> flow/config.mk <==
export PLATFORM = sky130hd
export DESIGN_NAME = memory_attention
export DESIGN_NICKNAME = memory_attention
export VERILOG_FILES = /design/flow/design.v
export SDC_FILE = /design/flow/constraint.sdc
export NUM_CORES = 4
export LEC_CHECK = 1
export CORE_UTILIZATION = 30
export SYNTH_HDL_FRONTEND = slang
==> flow/run.sh <==
#!/bin/bash
# OpenROAD 26Q1-2900-gdf79404cd8, Yosys 0.63+post, stock flow scripts
make -C /OpenROAD-flow-scripts/flow DESIGN_CONFIG=/design/flow/config.mk WORK_HOME=/design/flow/orfs finish
==> reports/qor.log <==
INFO  run_status     outcome=complete, but fails checks
INFO  run_status     violations=setup timing
INFO  synth          synthXorXnorAreaFrac=7.235%
INFO  cts            path_clk_slew=100ps
INFO  critical_path  timing.critical_path.required=13340ps
INFO  flow_run       maxCapViolations=0
INFO  timing         setup_ws=-52450ps
INFO  floorplan      fp_util=30.32%
INFO  detailed_routing drt-pass1-iter-count=5
INFO  layout         multi_input_comb_area=58350µm²
INFO  layout         drive_above_1_share=31.29%
INFO  global_routing globalRouteMet1Util=31.72%
INFO  synth          synth.area.mux_share=1.513%
INFO  synth          ys_async_sr_fraction=100.0%
INFO  floorplan      core.rowCount=166
INFO  timing         finalHoldViolCount=0
INFO  placement      gp_routability_congestion=1.011
INFO  critical_path  crit_type=register to register
INFO  synth          synth_chip_area=62340µm²
INFO  placement      io_buffers=129
INFO  synth          synthDistinctLibCells=121
INFO  global_routing antenna_found_initial=2
INFO  global_routing global_route.usage.met3=5.064%
INFO  cts            cts_hold_buffers=0
INFO  cts            tritoncts_clock_tree=yes
INFO  cts            cts_root_buffer=clkbuf_16
INFO  layout         layout-area-overhead-vs-synth=42.57%
INFO  min_path       hp-class=register to register
INFO  synth          ff_type=dfrtp_1
INFO  timing         worstMarginPinSlew=799.6ps
INFO  timing         report.final.setup_viol=24
INFO  synth          yosys-stat-cells=8021
INFO  floorplan      die_boundary_height=457.9µm
INFO  timing         period_minus_slack=65440ps
INFO  synth          syn_area=62340µm²
INFO  detailed_routing vias=64650
INFO  global_routing globalRoute.totalOverflow=0
INFO  synth          synth-seq-cells=96
INFO  synth          edf_count=0
INFO  critical_path  critical-path-slowest-cell=or4_4
INFO  timing         fmax=15.28MHz
INFO  global_routing use_met2=37.51%
INFO  floorplan      die.size.x=457.9µm
INFO  layout         layout.cell_area.non_filler=88880µm²
INFO  floorplan      core-area=205600µm²
INFO  critical_path  worstSetupStartpointType=register
INFO  synth          synth.comb.largest_family=adder cells
INFO  global_routing track_usage=23.29%
INFO  global_routing grt_start_max_net_pins=37
INFO  timing         slew-limit-headroom=46.52%
INFO  synth          ys_sh_adder=41.78%
INFO  layout         ff_latch_area=2407µm²
INFO  global_routing top_usage_layer_grt=met2
INFO  layout         mostFrequentLayoutCell=buf_4
INFO  critical_path  biggest_cell_delay_along_the_critical_path=500ps
INFO  cts            clock_insertion_delay_worst_skew=460ps
INFO  detailed_routing vias_per_cell=4.991
INFO  placement      dp.cells=12560
INFO  placement      placedInstanceArea=82600µm²
INFO  critical_path  critical_path.top_delay_family=AND-OR/OR-AND gates
INFO  layout         layout_top_cells_excl_fill_tap=buf_4, nand2_1, inv_1
INFO  detailed_routing drc=0
INFO  synth          simple_gate_area_share=20.69%
INFO  synth          avgSynthCellArea=7.773µm²
INFO  timing         maxSlewViolCount=0
INFO  timing         fin_crit_sh=503.4%
INFO  global_routing grt_first_pass_wirelength=369000µm
INFO  detailed_routing route.final.wire_length=237300µm
INFO  critical_path  worstPathArrival=65790ps
INFO  global_routing grt_pass1_vias=65410
INFO  timing         timing.clock.skew=44.34ps
INFO  timing         timing.setup.tns=-611130ps
INFO  layout         finish.cell_count_without_fillers=12950
INFO  flow_run       count_of_warning_messages_emitted_by_the_tools=32
INFO  critical_path  cp_common_cell=buf_4
INFO  timing         rsz0062_at_grt=yes
INFO  layout         fillCellCount=19500
INFO  critical_path  worst-path-max-fanout=9
INFO  detailed_routing drt_first_iter_violations=3262
INFO  detailed_routing wl_per_cell=18.32µm
INFO  placement      dpl.hpwl=191500µm
INFO  detailed_routing ant_nets=0
INFO  critical_path  crit_buf_inv=78
INFO  floorplan      ioPinCount=130
INFO  floorplan      die_area=209600µm²
INFO  synth          seq_share_synth=3.853%
INFO  synth          synth-compound-area-share=15.85%
INFO  cts            cts.htree.levels=3
INFO  timing         fin_worst_hold_slack=957.7ps
INFO  critical_path  worstSetupEndpointType=register
INFO  synth          count_of_mapped_cells_out_of_synthesis=8021
INFO  synth          yosysWarnings=0
INFO  cts            cts_buffers=9
INFO  cts            clock_path_buffers=2
INFO  cts            cts_sinks=96
==> cell usage after synthesis (all sizes together), types with 43 or more instances <==
cell    number  area [µm²]
a211oi      43       345.3
a21o       188        1411
a21oi      360        1821
a31oi       94       636.9
and2       258        1617
buf         62       319.0
clkbuf     292        1096
dfrtp       96        2402
fa         816       16340
ha         776        9709
inv       1124        4219
mux2        68       773.2
nand2     1265        4766
nand2b      55       344.1
nand3      136       695.7
nand4       61       432.9
nor2       509        1929
nor2b       70       437.9
nor3       192       987.2
o211ai      44       362.9
o21a       150        1127
o21ai      273        1374
or2         46       287.8
or3         61       381.6
xnor2      348        3048
xor2       167        1463
==> stage by stage <==
step	setup WS [ps]	utilization, %
final	-52450	43.23
after global placement	-54410	40.17
after detailed placement	-55160	40.17
after global routing	-55530	43.22
after CTS	-51930	42.14
after floorplan	-53600	-
==> worst paths after layout <==
check,start,to,slack [ps],cells after the start
max,score[9],softmax_result[0],-52450,368
min,score[31],softmax_result[31],960,4
max reg2reg,score[9],softmax_result[0],-52450,368
min reg2reg,score[31],softmax_result[31],960,4
max in group asynchronous,rst,score[18],8800,4
min in group asynchronous,rst,attention_output[18],2530,2
==> worst reg2reg max path: cells and delay by family, from the launching register on <==
| kind | cells | cell delay [ps] |
|---|---|---|
| AND/OR/NAND/NOR | 70 | 11200 |
| adder cells (fa/ha/maj) | 29 | 7820 |
| buffers and inverters | 78 | 9930 |
| AND-OR/OR-AND | 184 | 33990 |
| flip-flops | 1 | 430 |
| XOR/XNOR | 1 | 130 |
| multiplexers | 6 | 1830 |
==> metal layers <==
metal | vias up | wire (µm)
met1 | 31200 | 102500
met5 | - | 42
met4 | 2 | 9181
met2 | 2056 | 109400
met3 | 425 | 16190
li1 | 30960 | -
==> flip-flops by register name, indices dropped and copies added (netlist names) <==
name              flops
attention_output     32
score                32
softmax_result       32
==> repair_timing <==
item | in CTS | in global routing
setup endpoints to repair | 24 | 25
gates resized | 335 | 316
pin swaps | 204 | 213
gates cloned | 5 | 1
hold endpoints to repair | 0 | 0
setup buffers | 281 | 99
==> kinds of logic after synthesis <==
| group | after synthesis |
|---|---|
| xor+xnor | 515 |
| simple gates | 2784 |
| flops | 96 |
| buf+inv | 1484 |
| compound gates | 1465 |
| fa+ha+maj | 1592 |
| mux | 85 |
==> final cells by class <==
class / count / area share (%)
Timing Repair Buffer: 2577 / 22.59
Tap cell: 2688 / 3.784
Inverter: 1130 / 4.888
Sequential cell: 96 / 2.708
Timing Repair inverter: 2 / 0.01689
Antenna cell: 2 / 0.005631
Multi-Input combinational cell: 6441 / 65.65
Clock inverter: 7 / 0.1070
Clock buffer: 9 / 0.2534
