--- ./run.sh ---
#!/bin/bash
# OpenROAD 26Q1-2900-gdf79404cd8, Yosys 0.63+post, stock flow scripts
make -C /OpenROAD-flow-scripts/flow DESIGN_CONFIG=/design/flow/config.mk WORK_HOME=/design/flow/orfs finish
--- ./config.mk ---
export PLATFORM = sky130hd
export DESIGN_NAME = fpga_quantization
export DESIGN_NICKNAME = fpga_quantization
export VERILOG_FILES = /design/flow/design.v
export SDC_FILE = /design/flow/constraint.sdc
export NUM_CORES = 4
export LEC_CHECK = 1
export CORE_AREA = 10 10 70 70
export DIE_AREA = 0 0 80 80
export SYNTH_HDL_FRONTEND = slang
--- ./constraint.sdc ---
current_design fpga_quantization

set clk_period 2.9
set clk_io_pct 0.2

create_clock -name clk0 -period $clk_period [get_ports {clk}]

set non_clock_inputs [all_inputs -no_clocks]
set_input_delay [expr $clk_period * $clk_io_pct] -clock clk0 $non_clock_inputs
set_output_delay [expr $clk_period * $clk_io_pct] -clock clk0 [all_outputs]
--- ./design.v ---
module fpga_quantization #(
    parameter INPUT_WIDTH = 32,
    parameter OUTPUT_WIDTH = 8   
)(
    input clk,
    input [INPUT_WIDTH-1:0] input_data,
    output reg [OUTPUT_WIDTH-1:0] quantized_output
);
    always @(posedge clk) begin
        if (input_data > 32767) 
            quantized_output <= input_data >> 8;  
        else 
            quantized_output <= input_data >> 4;  
    end
endmodule
==> notes.md <==
Flow results.

- The flow ran to the end, and the final reports show no timing, DRC or antenna violations.
- The report lists the number of cells resized after CTS as 0.
- The element type at the critical path end is a flop.
- The critical hold path startpoint is input_data[11].
- The number of input and output port buffers inserted is 36.
- Once the floorplan was initialized, standard cells occupied 8.57% of the core.
- The worst max-slew margin expressed relative to the limit is 83.3%.
- The area fraction of the dominant cell type after synthesis is 54.7%.
- According to the floorplan log, the row count is 21.
- The buffer cell driving the clock tree root is sky130_fd_sc_hd__clkbuf_4.
- The highest cell delay on the worst timing path is 0.40 ns.
- The global-route wire length before repair is 2010 um.
- The register with the most flip-flops in the layout has 8 of them.
- The number of global-route vias before repair is 374.
- sky130_fd_sc_hd__dfxtp_1 is the most common cell in the netlist.
- The initial antenna violation count is 0.
- The number of cells reported by Yosys stat comes to 23.
- The largest fanout on the critical path is 7.
- The achievable frequency is 511 MHz.
- The part of the cycle the worst path needs is 67.4%.
- The post-CTS hold buffer count recorded in the log is 0.
- The number of warning messages in the yosys log is 0.
- The flip-flop and latch count after synthesis is 8.
- The count of nets left with antenna violations once routing finished came out at 0.
- The endpoint of the worst hold path is reported as quantized_output[7].
- According to the floorplan report, the placeable core area is 3420 sq um.
- Tracing the worst setup path back leads to its startpoint at input_data[25].
- The chip occupies 6400 sq um.
- After detailed routing, the number of vias per cell comes to 3.06.
- TritonCTS built the clock tree.
- The share of layout cells above drive strength 1 is 17.7%.
- The slew at the pin with the worst max-slew slack is 0.248 ns.
- The number of enable-type register cells in the synthesized netlist is 0.
- The hold violation total from the final report is 0.
- The data arrival time reported for the critical path is 2.09 ns.
- The final weighted congestion in routability-driven placement is 0.667.
- The largest register by flop count is quantized_output.
- The starting DRC count in detailed routing is 1.
- Per the OpenROAD floorplan log, the height of the die is 80 um.
- The script parses the final routing iteration and logs DRC violations as 0.
- The clock network burns 33.0% of the power.
- Per the post-synthesis report, the number of cells in the design is 23.
- The clock net in this run drives a total of 8 sinks.
- The post-synth design cell area is 293 sq um.
- The reported leakage power is 0.258 nW.
- The total power is 0.258 mW.
- The post-CTS setup repair buffer count is 0.
- The number of top-level design ports is 41.
- Per the CTS log, the buffer count on the longest clock path is 2.
- The cell-internal power is 0.210 mW.
- The area growth from synthesis to layout is 150%.
- The die width is 80 um.
- The number of different library cells used by synthesis comes to 7.
- The final-report max-slew violation count is 0.
- The number of buffers created by CTS is 3.
- The library cell with the largest summed area after synthesis is sky130_fd_sc_hd__dfxtp_1.
- The cell at the slowest stage of the critical path is sky130_fd_sc_hd__clkdlybuf4s50_1.
- The chip area line of the yosys report is 293 sq um.
- The sum of negative setup slack is 0 ns.
- The number of warnings in the stage logs is 29.
- The maximum number of pins on one net before global-route repair is 8.
- STA reports the tightest min-delay check as being of type primary input to flop.
- Per Yosys stat, the portion of area used by sequential elements is 54.7%.
- The total congestion overflow after global routing is 0.
- The total detailed-routing wirelength is 1260 um.
- Ranked by total cell area, the synthesized netlist is headed by sky130_fd_sc_hd__dfxtp_1, sky130_fd_sc_hd__mux2_2, sky130_fd_sc_hd__nor4_1, sky130_fd_sc_hd__nor2_4, sky130_fd_sc_hd__o21bai_1.
- Note, the detailed placer reported a final HPWL of 1150 um.
- The required time at the worst-slack endpoint is 3.04 ns.
- The analysis attributes to net switching a power of 0.0480 mW.
- The global router's overall resource usage is 3.90%.
- The number of antenna diodes in the final layout is 0.
- For the finished layout, the period the worst path requires is 1.96 ns.
- The fraction of power spent switching nets is 18.6%.
- The final setup violation count is 0.
- The detailed-route wire length per cell is 11.6 um.
- The sequential share of power is 45.6%.
- Setup repair after global routing left no endpoint under its margin.
- In this run the mean area of a mapped cell was 12.7 sq um.
- The power density of the placed cells is 351 nW/um^2.
- At the end of the flow the core is filled with cells to 21.5%.
- Per the CTS log, the maximum H-tree level is 1.
- For reference, the most critical setup path is categorized as primary input to flop.
- Listed in order, past its start point the critical path passes clkdlybuf4s50_1 > nor4_1 > nand4_1 > nor2_4 > mux2_2.
- The proportion of power drawn by combinational gates is 21.4%.
- The worst IR drop on VDD is 0.0597 mV.
- The final route contains 330 vias.
- In the hold timing report, the worst path depth is 3.
- For this run, asynchronously set or reset flops after synthesis account for 0%.
- The worst setup path is launched from a primary input.
- The synthesis run shows the most used standard cells to be sky130_fd_sc_hd__dfxtp_1, sky130_fd_sc_hd__mux2_2, sky130_fd_sc_hd__nor4_1.
- The registers reported with the highest flop counts are quantized_output x8.
- For reference, the clock transition at the flip-flops on the worst setup and hold paths is 0.06 ns.
- For this run, the detailed router's first-pass iteration total came to 2.
- The total of max-cap violations is 0.
- The commonest register cell after synthesis is sky130_fd_sc_hd__dfxtp_1.
-- cell type report --
cell class,count,area [sq um]
Timing Repair Buffer,36,360
Sequential cell,8,160
Tap cell,46,57.6
Clock buffer,3,22.5
Inverter,1,3.75
Multi-Input combinational cell,14,129
Fill cell,377,2680
-- per-layer routing --
layer / global-route usage, % / vias to the layer above / share of wire (%)
met3: 0.568 / 2 / 4.2
met2: 7.78 / 5 / 66
met5: 0 / - / 0
li1: - / 167 / -
met1: 3.88 / 156 / 28
met4: 1.41 / 0 / 1.7
-- power groups by stage --
stage	Sequential, mW	Clock, mW	Combinational, mW
CTS	0.118	0.0898	0.0558
global route	0.118	0.0969	0.0594
finish	0.117	0.0851	0.0550
-- through the flow --
step / worst slack (ns) / hold WS [ns] / area (sq um) / std cells
3_3_place_gp: 0.665 / 1.18 / 711 / 105
4_1_cts: 0.924 / 0.914 / 733 / 108
5_1_grt: 0.823 / 0.929 / 733 / 108
6_report: 0.944 / 0.924 / 733 / 108
3_5_place_dp: 0.665 / 1.18 / 711 / 105
2_1_floorplan: 1.23 / 0.687 / 293 / 23
-- cells in the final DEF, fill, tap and decap left out, drive strengths merged --
cell,n
dfxtp,8
nor2,1
clkbuf,3
clkdlybuf4s50,36
nor4,4
nand4,1
inv,1
mux2,7
o21bai,1
-- worst max-delay path, delay by kind of cell --
family | cells | cell delay (ns)
simple gates | 3 | 0.75
buf+inv | 1 | 0.40
mux | 1 | 0.36
-- kinds of logic (layout without fill, tap and decap cells) --
group	after synthesis	after routing	synth area share, %
muxes	7	7	26.9
and+or+nand+nor	6	6	14.5
DFF	8	8	54.7
buffers and inverters	1	40	1.28
AOI/OAI and AO/OA	1	1	2.57
-- worst max-delay path by stage --
stage | endpoint | slack, ns
final | quantized_output[4] | 0.94
after CTS | quantized_output[4] | 0.92
after global routing | quantized_output[4] | 0.82
No activity file was given, so power comes from the tool's default toggle rates.
